**flow/constraint.sdc**
```tcl
current_design rdcla

set clk_period 1.2
set clk_io_pct 0.2

create_clock -name clk0 -period $clk_period [get_ports {clk}]

set non_clock_inputs [all_inputs -no_clocks]
set_input_delay [expr $clk_period * $clk_io_pct] -clock clk0 $non_clock_inputs
set_output_delay [expr $clk_period * $clk_io_pct] -clock clk0 [all_outputs]
```
**flow/design.v**
```verilog
module kpg_init (
	output reg out1, out0,
	input a, b,
	input clk
);
	always @(posedge clk)
	case ({a, b})
		2'b00: begin
			out0 = 1'b0; out1 = 1'b0;
		end
		2'b11: begin
			out0 = 1'b1; out1 = 1'b1;
		end
		default: begin 
			out0 = 1'b0; out1 = 1'b1;
		end
	endcase
endmodule
module kpg (
	input cur_bit_1, cur_bit_0, prev_bit_1, prev_bit_0,
	output reg out_bit_1, out_bit_0,
	input clk
);
	always @(posedge clk)
	begin
		if({cur_bit_1, cur_bit_0} == 2'b00)
			{out_bit_1, out_bit_0} = 2'b00;
		if({cur_bit_1, cur_bit_0} == 2'b11)
			{out_bit_1, out_bit_0} = 2'b11;
		if({cur_bit_1, cur_bit_0} == 2'b10)
			{out_bit_1, out_bit_0} = {prev_bit_1, prev_bit_0};
	end
endmodule
module DFF(
	input in,
	output reg out,
	input clk
);
always @(posedge clk) begin
	out = in;
end
endmodule
module rdcla(sum, cout, a, b, cin, clk);
	input [63:0] a, b;
	input cin;
	output [63:0] sum;
	output cout;
	input wire clk;
	wire [64:0] partial_sum;
	wire [64:0] carry0, carry1;
	wire [64:0] carry0_1, carry1_1, carry0_2, carry1_2, carry0_4, carry1_4, carry0_8, carry1_8, carry0_16, carry1_16, carry0_32, carry1_32;
	wire [64:0] carry0_1_in, carry1_1_in, carry0_2_in, carry1_2_in, carry0_4_in, carry1_4_in, carry0_8_in, carry1_8_in, carry0_16_in, carry1_16_in, carry0_32_in, carry1_32_in;
	assign carry0[0] = cin;
	assign carry1[0] = cin;
	kpg_init init [64:1] (carry1[64:1], carry0[64:1], a[63:0], b[63:0], clk);
	assign carry1_1[0] = cin;
	assign carry0_1[0] = cin;
	assign carry1_2[1:0] = carry1_1[1:0];
	assign carry0_2[1:0] = carry0_1[1:0];
	assign carry1_4[3:0] = carry1_2[3:0];
	assign carry0_4[3:0] = carry0_2[3:0];
	assign carry1_8[7:0] = carry1_4[7:0];
	assign carry0_8[7:0] = carry0_4[7:0];
	assign carry1_16[15:0] = carry1_8[15:0];
	assign carry0_16[15:0] = carry0_8[15:0];
	assign carry1_32[31:0] = carry1_16[31:0];
	assign carry0_32[31:0] = carry0_16[31:0];
	kpg itr_1 [64:1] (carry1[64:1], carry0[64:1], carry1[63:0], carry0[63:0], carry1_1_in[64:1], carry0_1_in[64:1], clk);
	DFF itr_1_dff_1 [64:1] (carry1_1_in[64:1], carry1_1[64:1], clk);
	DFF itr_1_dff_0 [64:1] (carry0_1_in[64:1], carry0_1[64:1], clk);
	kpg itr_2 [64:2] (carry1_1[64:2], carry0_1[64:2], carry1_1[62:0], carry0_1[62:0], carry1_2_in[64:2], carry0_2_in[64:2], clk);
	DFF itr_2_dff_1 [64:2] (carry1_2_in[64:2], carry1_2[64:2], clk);
	DFF itr_2_dff_0 [64:2] (carry0_2_in[64:2], carry0_2[64:2], clk);
	kpg itr_4 [64:4] (carry1_2[64:4], carry0_2[64:4], carry1_2[60:0], carry0_2[60:0], carry1_4_in[64:4], carry0_4_in[64:4], clk);
	DFF itr_4_dff_1 [64:4] (carry1_4_in[64:4], carry1_4[64:4], clk);
	DFF itr_4_dff_0 [64:4] (carry0_4_in[64:4], carry0_4[64:4], clk);
	kpg itr_8 [64:8] (carry1_4[64:8], carry0_4[64:8], carry1_4[56:0], carry0_4[56:0], carry1_8_in[64:8], carry0_8_in[64:8], clk);
	DFF itr_8_dff_1 [64:8] (carry1_8_in[64:8], carry1_8[64:8], clk);
	DFF itr_8_dff_0 [64:8] (carry0_8_in[64:8], carry0_8[64:8], clk);
	kpg itr_16 [64:16] (carry1_8[64:16], carry0_8[64:16], carry1_8[48:0], carry0_8[48:0], carry1_16_in[64:16], carry0_16_in[64:16], clk);
	DFF itr_16_dff_1 [64:16] (carry1_16_in[64:16], carry1_16[64:16], clk);
	DFF itr_16_dff_0 [64:16] (carry0_16_in[64:16], carry0_16[64:16], clk);
	kpg itr_32 [64:32] (carry1_16[64:32], carry0_16[64:32], carry1_16[32:0], carry0_16[32:0], carry1_32_in[64:32], carry0_32_in[64:32], clk);
	DFF itr_32_dff_1 [64:32] (carry1_32_in[64:32], carry1_32[64:32], clk);
	DFF itr_32_dff_0 [64:32] (carry0_32_in[64:32], carry0_32[64:32], clk);
	assign partial_sum[63:0] = a^b;
	assign sum[63:0] = (partial_sum[63:0]^carry0_32[63:0]);
	assign cout = carry0_32[64];
endmodule
```
**flow/config.mk**
```make
export PLATFORM = sky130hd
export DESIGN_NAME = rdcla
export DESIGN_NICKNAME = rdcla
export VERILOG_FILES = /design/flow/design.v
export SDC_FILE = /design/flow/constraint.sdc
export NUM_CORES = 4
export LEC_CHECK = 1
export CORE_UTILIZATION = 30
```
**flow/run.sh**
```bash
#!/bin/bash
# OpenROAD 26Q1-2900-gdf79404cd8, Yosys 0.63+post, stock flow scripts
make -C /OpenROAD-flow-scripts/flow DESIGN_CONFIG=/design/flow/config.mk WORK_HOME=/design/flow/orfs finish
```
==> flow_metrics.py <==
# Physical implementation metrics
metrics = {
    "status": {
        "status": "finished, violations left",
        "violations": "negative setup slack",
    },
    "clock_network": {
        "clock_sinks": 1308,
        "clock_latency_ps": 710,
        "cts.clk_slew.worst_paths_ps": 60,
        "cts_tree": "done",
        "cts_buffers": 132,
        "clk_path_buf_depth": 3,
        "h-tree-depth": 4,
        "cts_root_buf": "clkbuf_16",
    },
    "routing": {
        "firstDrtPassIters": 6,
        "vias": 20100,
        "drtAntennaViolNets": 0,
        "viasPerCell": 4.00,
        "routed_wl_um": 79000,
        "drcViolationCount": 0,
        "post_drt_wl_per_cell_um": 15.8,
        "drt_iter0_markers": 734,
    },
    "place": {
        "numPlacedInstances": 4715,
        "place_congestion": 0.833,
        "place_area_mm2": 0.0467,
        "pre_cts_ws_ps": -1110,
        "io_buffer_count": 194,
        "dp_hpwl_um": 58700,
    },
    "final_timing": {
        "finalMaxSlewViolations": 0,
        "worst_slack_ps": -581,
        "fmax_ghz": 0.562,
        "post-route-min-period_ps": 1780,
        "max-slew-margin-rel_pct": 73.0,
        "fin_crit_sh_pct": 148,
        "tightest_slew_ps": 406,
        "hold_violations": 0,
        "fin_skew_ps": 22.6,
        "setup_viol": 65,
        "rsz0062_at_grt": "yes",
    },
    "floorplanning": {
        "die_x_um": 374,
        "core-area_mm2": 0.137,
        "io_pins": 195,
        "initCoreUtil_pct": 30.2,
        "chipHeight_um": 374,
        "core.rowCount": 136,
        "die_area_mm2": 0.140,
    },
    "global_route": {
        "grt_pass1_wl_um": 118000,
        "grt_pass1_vias": 20200,
        "globalRouteOverflowTotal": 0,
        "track_usage_pct": 12.0,
        "grt_max_degree": 17,
        "antenna_found_initial": 6,
    },
    "final_layout": {
        "stdcell_count": 5013,
        "drive_gt1_share_pct": 16.3,
        "nFillCells": 12400,
        "final_area_mm2": 0.0518,
        "areaGrowthSynthToFinish_pct": 25.0,
    },
    "synthesis": {
        "synthTopLogicFamily": "AND-OR/OR-AND gates",
        "async_flop_share_pct": 0,
        "numSynthFlops": 1308,
        "ff_type": "dfxtp_1",
        "synth-adder-area-share_pct": 3.86,
        "yosysUniqueCellTypes": 8,
        "yosysChipArea_mm2": 0.0415,
        "ys_warn_count": 3,
        "synth_top_cell_by_count": "dfxtp_1",
        "mux_area_share_pct": 0,
        "area_leaders": "edfxtp_1, dfxtp_1, o21a_1, nand2b_1, ha_1",
        "ys_cells": 2610,
        "yosysSeqAreaShare_pct": 77.4,
        "yosys.area.top_type": "edfxtp_1",
        "top_cell_area_share_pct": 42.7,
        "common_cells": "dfxtp_1, edfxtp_1, o21a_1",
        "simple_gate_area_share_pct": 4.93,
        "syn-instance-count": 2610,
        "synth_area_mm2": 0.0415,
        "xor_share_pct": 1.35,
        "edf_count": 590,
        "yosys.area_share.aoi_pct": 10.7,
        "avgSynthCellArea_um2": 15.9,
    },
    "job": {
        "drv_cap": 0,
        "warnings": 92,
    },
    "worst_setup_path": {
        "crit_fanout": 2,
        "crit_required_ps": 960,
        "cpMaxStageDelayCell": "dlygate4sd3_1",
        "crit_family": "buffers and inverters",
        "path_cells": "dlymetal6s2s_1, dlygate4sd3_1, inv_1, ha_1, xor2_2, buf_2",
        "crit_path_end_kind": "primary output",
        "startpoint_type": "input pin",
        "max_stage_delay_ps": 580,
        "arrival_ps": 1540,
        "worst-path-buf-inv": 4,
        "worstSetupPathType": "input pin to primary output",
    },
    "pwr": {
        "p_total_mw": 119,
        "irDropWorstVdd_uv": 1050,
        "p_leak_nw": 20.5,
        "p_per_area_mw_per_mm2": 2310,
    },
    "hold_path": {
        "hold_class": "input pin to register",
    },
}
-- power breakdown --
part	switching (mW)	internal (mW)	leakage [nW]
combinational	4.15	6.79	6.04
sequential	7.93	61.6	12.4
clock	16.2	22.7	2.05
-- what timing repair did --
item | in CTS | in global routing
hold buffers | 15 | 8
endpoints found under the setup margin | 65 | 65
resized | 435 | 39
setup buffers | 7 | 1
endpoints found under the hold margin | 27 | 32
pin swaps | 71 | 46
-- per-layer routing --
metal / vias up / part of all wire, % / GRT usage, %
met3: 125 / 12 / 6.45
li1: 10100 / - / -
met5: - / 0 / 0
met4: 0 / 2.6 / 2.82
met1: 9374 / 41 / 16.1
met2: 420 / 44 / 17.7
-- final cells by class --
class | count | area (um^2) | area share, %
clock buffer | 194 | 3760 | 7.26
inverter | 192 | 721 | 1.39
antenna | 2 | 5.00 | 0.00966
multi-input combinational | 1109 | 9230 | 17.8
tap | 1794 | 2240 | 4.33
clock inverter | 48 | 425 | 0.821
timing repair buffer | 366 | 3170 | 6.11
sequential | 1308 | 32300 | 62.3
-- logic make-up (layout without fill, tap and decap cells) --
family | count (synthesis) | count (layout)
other cells | 0 | 2
xor+xnor | 64 | 64
simple gates | 327 | 327
fa+ha+maj | 128 | 128
flops | 1308 | 1308
buf+inv | 193 | 800
compound gates | 590 | 590
-- state kept, by name, indices dropped and copies added, names as in the netlist, 49 cells and up --
register and cells:
itr_2.out_bit_0 63, itr_2.out_bit_1 61, itr_8.out_bit_1 49, itr_4_dff_1.out 57
itr_8.out_bit_0 57, itr_1_dff_0.out 64, itr_4.out_bit_0 61, itr_1.out_bit_1 63
itr_1_dff_1.out 63, itr_4_dff_0.out 61, init.out1 64, itr_2_dff_1.out 61
itr_16.out_bit_0 49, itr_16_dff_0.out 49, itr_8_dff_0.out 57, itr_1.out_bit_0 64
itr_8_dff_1.out 49, init.out0 64, itr_2_dff_0.out 63, itr_4.out_bit_1 57
-- worst reg2reg max path, stage by stage (launching register included) --
cell and delay, ps:
dfxtp_4 360, buf_4 130, buf_4 170, o21a_1 190
-- stage by stage --
| step | setup TNS, ps | hold slack, ps | utilization, % |
|---|---|---|---|
| global placement | -55940 | 323 | 34.0 |
| floorplan | 0 | 323 | - |
| global route | -31010 | 31.2 | 37.7 |
| detailed placement | -55850 | 327 | 34.0 |
| CTS | -28560 | 15.4 | 37.4 |
| finish | -25860 | 62.9 | 37.7 |
-- final timing paths --
path | from | endpoint | slack, ps | depth (start not counted)
max | b[40] | sum[40] | -580 | 6
max reg2reg | itr_1_dff_0[1].out | itr_16[17].out_bit_0 | 110 | 3
min | a[16] | init[17].out1 | 60 | 4
min reg2reg | itr_4[20].out_bit_1 | itr_4_dff_1[20].out | 320 | 0
-- cells in the final DEF, fill, tap and decap left out, types with 4 or more instances in the layout --
| master | instances |
|---|---|
| dlygate4sd2_1 | 39 |
| buf_4 | 106 |
| inv_6 | 7 |
| clkbuf_1 | 44 |
| bufinv_16 | 4 |
| edfxtp_1 | 590 |
| xor2_4 | 5 |
| clkinv_1 | 8 |
| xor2_1 | 47 |
| buf_12 | 9 |
| buf_2 | 66 |
| dfxtp_1 | 655 |
| clkbuf_8 | 14 |
| ha_4 | 33 |
| dfxtp_4 | 33 |
| dlygate4sd3_1 | 57 |
| nand2b_1 | 327 |
| ha_1 | 95 |
| o21a_1 | 590 |
| clkinv_2 | 20 |
| dfxtp_2 | 30 |
| xor2_2 | 12 |
| clkbuf_16 | 136 |
| dlymetal6s2s_1 | 22 |
| clkdlybuf4s50_1 | 66 |
| clkinv_8 | 5 |
| inv_2 | 39 |
| inv_1 | 153 |
Power is estimated from default activity; no workload was simulated.
