==> /design/flow/design.v <==
module FA_Structural(a,b,cin,sum,cout);
	input a,b,cin;
    output sum,cout;
    wire x,y,z;
    xor(x,a,b);
    xor(sum,x,cin);
    and(y,cin,x);
    and(z,a,b);
    or(cout,y,z);
endmodule
module RPA(a,b,cin,sum,cout);
	input [63:0] a,b;
    input cin;
    output wire [63:0] sum;
    output wire cout;
	wire c0,c1,c2,c3,c4,c5,c6,c7,c8,c9,c10,c11,c12,c13,c14,c15,c16,c17,c18,c19,c20,c21,c22,c23,c24,c25,c26,c27,c28,c29,c30,c31,c32,c33,c34,c35,c36,c37,c38,c39,c40,c41,c42,c43,c44,c45,c46,c47,c48,c49,c50,c51,c52,c53,c54,c55,c56,c57,c58,c59,c60,c61,c62;
	FA_Structural fa1(a[0],b[0],cin,sum[0],c0);
	FA_Structural fa2(a[1],b[1],c0,sum[1],c1);
	FA_Structural fa3(a[2],b[2],c1,sum[2],c2);
	FA_Structural fa4(a[3],b[3],c2,sum[3],c3);
    FA_Structural fa5(a[4],b[4],c3,sum[4],c4);
    FA_Structural fa6(a[5],b[5],c4,sum[5],c5);
    FA_Structural fa7(a[6],b[6],c5,sum[6],c6);
    FA_Structural fa8(a[7],b[7],c6,sum[7],c7);
    FA_Structural fa9(a[8],b[8],c7,sum[8],c8);
    FA_Structural fa10(a[9],b[9],c8,sum[9],c9);
    FA_Structural fa11(a[10],b[10],c9,sum[10],c10);
    FA_Structural fa12(a[11],b[11],c10,sum[11],c11);
    FA_Structural fa13(a[12],b[12],c11,sum[12],c12);
    FA_Structural fa14(a[13],b[13],c12,sum[13],c13);
    FA_Structural fa15(a[14],b[14],c13,sum[14],c14);
    FA_Structural fa16(a[15],b[15],c14,sum[15],c15);
    FA_Structural fa17(a[16],b[16],c15,sum[16],c16);
    FA_Structural fa18(a[17],b[17],c16,sum[17],c17);
    FA_Structural fa19(a[18],b[18],c17,sum[18],c18);
    FA_Structural fa20(a[19],b[19],c18,sum[19],c19);
    FA_Structural fa21(a[20],b[20],c19,sum[20],c20);
    FA_Structural fa22(a[21],b[21],c20,sum[21],c21);
    FA_Structural fa23(a[22],b[22],c21,sum[22],c22);
    FA_Structural fa24(a[23],b[23],c22,sum[23],c23);
    FA_Structural fa25(a[24],b[24],c23,sum[24],c24);
    FA_Structural fa26(a[25],b[25],c24,sum[25],c25);
    FA_Structural fa27(a[26],b[26],c25,sum[26],c26);
    FA_Structural fa28(a[27],b[27],c26,sum[27],c27);
    FA_Structural fa29(a[28],b[28],c27,sum[28],c28);
    FA_Structural fa30(a[29],b[29],c28,sum[29],c29);
    FA_Structural fa31(a[30],b[30],c29,sum[30],c30);
    FA_Structural fa32(a[31],b[31],c30,sum[31],c31);
    FA_Structural fa33(a[32],b[32],c31,sum[32],c32);
    FA_Structural fa34(a[33],b[33],c32,sum[33],c33);
    FA_Structural fa35(a[34],b[34],c33,sum[34],c34);
    FA_Structural fa36(a[35],b[35],c34,sum[35],c35);
    FA_Structural fa37(a[36],b[36],c35,sum[36],c36);	
    FA_Structural fa38(a[37],b[37],c36,sum[37],c37);
    FA_Structural fa39(a[38],b[38],c37,sum[38],c38);
    FA_Structural fa40(a[39],b[39],c38,sum[39],c39);
    FA_Structural fa41(a[40],b[40],c39,sum[40],c40);
    FA_Structural fa42(a[41],b[41],c40,sum[41],c41);
    FA_Structural fa43(a[42],b[42],c41,sum[42],c42);
    FA_Structural fa44(a[43],b[43],c42,sum[43],c43);
    FA_Structural fa45(a[44],b[44],c43,sum[44],c44);
    FA_Structural fa46(a[45],b[45],c44,sum[45],c45);
    FA_Structural fa47(a[46],b[46],c45,sum[46],c46);
    FA_Structural fa48(a[47],b[47],c46,sum[47],c47);
    FA_Structural fa49(a[48],b[48],c47,sum[48],c48);
    FA_Structural fa50(a[49],b[49],c48,sum[49],c49);
    FA_Structural fa51(a[50],b[50],c49,sum[50],c50);
    FA_Structural fa52(a[51],b[51],c50,sum[51],c51);
    FA_Structural fa53(a[52],b[52],c51,sum[52],c52);
    FA_Structural fa54(a[53],b[53],c52,sum[53],c53);
    FA_Structural fa55(a[54],b[54],c53,sum[54],c54);
    FA_Structural fa56(a[55],b[55],c54,sum[55],c55);
    FA_Structural fa57(a[56],b[56],c55,sum[56],c56);
    FA_Structural fa58(a[57],b[57],c56,sum[57],c57);
    FA_Structural fa59(a[58],b[58],c57,sum[58],c58);
    FA_Structural fa60(a[59],b[59],c58,sum[59],c59);
    FA_Structural fa61(a[60],b[60],c59,sum[60],c60);
    FA_Structural fa62(a[61],b[61],c60,sum[61],c61);
    FA_Structural fa63(a[62],b[62],c61,sum[62],c62);
    FA_Structural fa64(a[63],b[63],c62,sum[63],cout);
endmodule
==> /design/flow/run.sh <==
#!/bin/bash
# OpenROAD 26Q1-2900-gdf79404cd8, Yosys 0.63+post, stock flow scripts
make -C /OpenROAD-flow-scripts/flow DESIGN_CONFIG=/design/flow/config.mk WORK_HOME=/design/flow/orfs finish
==> /design/flow/config.mk <==
export PLATFORM = sky130hd
export DESIGN_NAME = RPA
export DESIGN_NICKNAME = RPA
export VERILOG_FILES = /design/flow/design.v
export SDC_FILE = /design/flow/constraint.sdc
export NUM_CORES = 4
export LEC_CHECK = 1
export CORE_AREA = 10 10 113 113
export DIE_AREA = 0 0 123 123
==> /design/flow/constraint.sdc <==
current_design RPA

set clk_period 62.7
set clk_io_pct 0.2

create_clock -name clk0 -period $clk_period

set non_clock_inputs [all_inputs -no_clocks]
set_input_delay [expr $clk_period * $clk_io_pct] -clock clk0 $non_clock_inputs
set_output_delay [expr $clk_period * $clk_io_pct] -clock clk0 [all_outputs]
==> metrics.yaml <==
outcome: "completed"
fp_util_pct: 17.4
ys_seq_share_pct: 0
drt-total-wl_mm: 6.78
vias: 1427
p_per_area_mw_per_mm2: 9.93
dieArea_mm2: 0.0151
slew_viol_final: 0
gr-total-overflow: 0
crit_required_ps: 50160
warning_count: 32
yosys_area_mm2: 0.00180
max_stage_delay_ps: 450
grt_pass1_vias: 1758
io_buffers: 194
startpoint_type: "input port"
critPathKind: "in2out"
area_leaders: "fa_1 71%, buf_4 27%, inv_1 2.1%"
fp.dieW_um: 123
relSlewSlack_pct: 91.7
antenna_found_initial: 0
layout_top_cell: "clkdlybuf4s50_1"
gp_congestion: 0.910
p_leak_uw: 0.00128
dr.pass1.iters: 2
synth-warning-count: 0
grt_use_total_pct: 8.61
cp_slowest_cell: "clkdlybuf4s50_1"
drc: 0
min_period_over_period_pct: 81.5
holdBufCountCts: 0
worst_slew_pin_slew_ps: 124
hpwl_mm: 6.64
grt_pass1_wl_mm: 10.0
synth_area_per_cell_um2: 13.0
syn_inst: 138
clock.fmax_mhz: 19.6
synth.top_cell.area_share_pct: 71.2
core_area_mm2: 0.0103
setup_viol: 0
final_cell_mix: "194 x clkdlybuf4s50_1, 64 x fa_1, 10 x inv_1"
ios: 194
rsz0062_at_grt: "no"
post_cts_buffers: 0
crit_top_cell: "fa_1"
hp-class: "in2out"
die_y_um: 123
flops: 0
wl_per_cell_um: 16.8
drt_iter0_drc: 17
final_hold_viol_count: 0
vias_per_cell: 3.53
ys_cells: 138
setup_tns_ps: 0
worstSetupEndpointType: "output pin"
irDropWorstVdd_mv: 0.00404
drive_above_1_share_pct: 0
synth_cell_types: 3
top_area_cell: "fa_1"
diodes: 0
fin_crit_ps: 51110
rows: 37
antenna_left: 0
area_growth_syn_to_layout_pct: 90.7
worst-path-max-fanout: 1
grt_start_max_net_pins: 2
ff_latch_area_um2: 0
cts_resized: 0
drv_cap: 0
nClkBuffers: 0
critPathArrivalTime_ps: 38570
power.total_uw: 34.1
netlist_area_mm2: 0.00180
-- cells in the mapped netlist --
| library cell | n |
|---|---|
| buf_4 | 64 |
| fa_1 | 64 |
| inv_1 | 10 |
-- where the power goes --
part | switching, uW | total, uW | internal, uW
clock | 0 | 0 | 0
sequential | 0 | 0 | 0
combinational | 8.84 | 34.1 | 25.2
total | 8.84 | 34.1 | 25.2
-- cell type report --
type / instances / area (um2)
Inverter: 10 / 37.5
Tap cell: 136 / 170
Multi-Input combinational cell: 64 / 1280
Timing Repair Buffer: 194 / 1940
Fill cell: 1011 / 6890
-- logic make-up after synthesis --
group	synth area share (%)
adders and majority gates	71.2
buffers and inverters	28.8
-- path summary, 6_finish.rpt --
path / startpoint / to / slack [ps] / cells past startpoint
worst max-delay path: a[0] / sum[63] / 11590 / 70
worst min-delay path: b[63] / sum[63] / 26130 / 5
-- metrics by stage --
step                instances  instance area [um2]  hold WS (ps)  setup slack, ps  utilization (%)
floorplan                 138                 1800         25300            13260                -
global placement          404                 3430         26130            11570             33.2
detailed placement        404                 3430         26140            11450             33.2
CTS                       404                 3430         26150            11450             33.2
global route              404                 3430         26190            10730             33.2
finish                    404                 3430         26130            11590             33.2
-- routing by layer --
metal / GRT usage [%] / vias to the layer above / wire length, um
met1: 10.7 / 656 / 2500
li1: - / 600 / -
met3: 7.63 / 0 / 1760
met4: 0 / 0 / 0
met2: 11.9 / 171 / 2520
met5: 0 / - / 0
-- critical path: cells and delay by family --
kind,cells,cell delay [ps]
buf+inv,6,1120
fa+ha+maj,64,24860
Power figures rest on the tool's default switching activity, not on a simulated workload.
